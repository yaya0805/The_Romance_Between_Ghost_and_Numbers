==> design/flow/design.v <==
module display_ct (
	input clk,
	input [15:0] four_hex,
	input [3:0] valid,		 
	output reg [0:3] dig,	 
	output reg [0:14] seg	 
);	
	reg [1:0] state, state_next;
	parameter 	BCD0 = 15'b0000_0011_1100111,
					BCD1 = 15'b1001_1111_1111111,
					BCD2 = 15'b0010_0100_1111111,
					BCD3 = 15'b0000_1100_1111111,
					BCD4 = 15'b1001_1000_1111111,
					BCD5 = 15'b0100_1000_1111111,
					BCD6 = 15'b0100_0000_1111111,
					BCD7 = 15'b0001_1111_1111111,
					BCD8 = 15'b0000_0000_1111111,
					BCD9 = 15'b0000_1000_1111111,
					BCDA = 15'b0001_0000_1111111,
					BCDB = 15'b0000_1110_1011011,
					BCDC = 15'b0110_0011_1111111,
					BCDD = 15'b0000_1111_1011011,
					BCDE = 15'b0110_0000_1111111,
					BCDF = 15'b0111_0000_1111111,	
					DARK = 15'b1111_1111_1111111;
	parameter	STATE_DIGIT0 = 2'd0,
					STATE_DIGIT1 = 2'd1,
					STATE_DIGIT2 = 2'd2,
					STATE_DIGIT3 = 2'd3;
	always @ (posedge clk) begin
		state <= state_next;
	end
	always@(*) begin
		case(state)
			STATE_DIGIT0:	state_next = STATE_DIGIT1;
			STATE_DIGIT1:	state_next = STATE_DIGIT2;					
			STATE_DIGIT2: 	state_next = STATE_DIGIT3;				
			STATE_DIGIT3: 	state_next = STATE_DIGIT0;							
			default: 		state_next = STATE_DIGIT0;
		endcase
	end
	always@(*) begin
		case(state)
			STATE_DIGIT0:	dig = 4'b1110;
			STATE_DIGIT1:	dig = 4'b1101;		
			STATE_DIGIT2: 	dig = 4'b1011;		
			STATE_DIGIT3: 	dig = 4'b0111;					
			default: 		dig = 4'b1111;	
		endcase
	end
	always@(*) begin
		if (valid[state] == 1'b1) begin
			case (four_hex[(state*4)+:4])
				4'h0: seg = BCD0;
				4'h1: seg = BCD1;
				4'h2: seg = BCD2;
				4'h3: seg = BCD3;
				4'h4: seg = BCD4;
				4'h5: seg = BCD5;
				4'h6: seg = BCD6;
				4'h7: seg = BCD7;
				4'h8: seg = BCD8;
				4'h9: seg = BCD9;
				4'hA: seg = BCDA;
				4'hB: seg = BCDB;
				4'hC: seg = BCDC;
				4'hD: seg = BCDD;
				4'hE: seg = BCDE;
				4'hF: seg = BCDF;
				default:	seg = DARK;
			endcase
		end else begin
			seg = DARK;
		end
	end
endmodule
==> design/flow/run.sh <==
#!/bin/bash
# OpenROAD 26Q1-2900-gdf79404cd8, Yosys 0.63+post, stock flow scripts
make -C /OpenROAD-flow-scripts/flow DESIGN_CONFIG=/design/flow/config.mk WORK_HOME=/design/flow/orfs finish
==> design/flow/config.mk <==
export PLATFORM = sky130hd
export DESIGN_NAME = display_ct
export DESIGN_NICKNAME = display_ct
export VERILOG_FILES = /design/flow/design.v
export SDC_FILE = /design/flow/constraint.sdc
export NUM_CORES = 4
export LEC_CHECK = 1
export CORE_AREA = 10 10 72 72
export DIE_AREA = 0 0 82 82
==> design/flow/constraint.sdc <==
current_design display_ct

set clk_period 3.4
set clk_io_pct 0.2

create_clock -name clk0 -period $clk_period [get_ports {clk}]

set non_clock_inputs [all_inputs -no_clocks]
set_input_delay [expr $clk_period * $clk_io_pct] -clock clk0 $non_clock_inputs
set_output_delay [expr $clk_period * $clk_io_pct] -clock clk0 [all_outputs]
==> impl_metrics.py <==
# Synthesis and PnR figures
metrics = {
    "yosys": {
        "synth_cell_types": 26,
        "syn_area_per_cell_um2": 9.300,
        "yosys_cells": 67,
        "synth_cells": 67,
        "ys_top_cells_by_area": "ha_1 (26%), mux4_2 (11%), mux4_1 (8.4%)",
        "synth_area_um2": 623.1,
        "yosysTopAreaCellShare": 0.2610,
        "ys_warn_count": 1,
        "numSynthFlops": 2,
        "yosys-stat-area_um2": 623.1,
        "ys_seq_share": 0.06426,
        "yosys.area.top_type": "ha_1",
    },
    "cts": {
        "clock_latency_ps": 210,
        "cts_tree": "yes",
        "cts_max_path_buffers": 2,
        "cts_buffers": 3,
        "cts_sinks": 2,
        "hold_buffers": 0,
        "cts-root-buf": "clkbuf_8",
        "cts.clk_slew.worst_paths_ps": 30,
        "cts-htree-levels": 1,
    },
    "route": {
        "wirelength_um": 1933,
        "drc": 0,
        "diodes": 0,
        "via_per_inst": 3.864,
        "num_vias": 626,
        "wire_per_inst_um": 11.93,
        "firstDrtPassIters": 3,
        "drtIter0Drc": 22,
        "drtAntennaViolNets": 0,
    },
    "sta": {
        "rsz0062_at_grt": "true",
        "fin_crit_sh": 0.9795,
        "fin_crit_ps": 3330,
        "drv_slew": 0,
        "hold_viol": 0,
        "setup_viol": 0,
        "fmax_ghz": 0.3003,
        "clock_skew_ps": 3.082,
    },
    "min_path": {
        "min_path_type": "reg -> reg",
        "holdPathEnd": "state[1]",
        "min_from": "state[1]",
        "whs_path_depth": 2,
    },
    "power": {
        "p_per_area_nw_per_um2": 176.4,
        "finalPower_mw": 0.2048,
        "combPwrFrac": 0.435,
        "sequentialPowerShare": 0.116,
        "pwr-share-clk": 0.450,
        "switching_share": 0.2265,
        "internal_power_mw": 0.1584,
        "peakVddDrop_v": 0.0001908,
        "p_sw_mw": 0.04639,
        "leakagePower_nw": 0.5253,
    },
    "job": {
        "drv_cap": 0,
        "warnings": 37,
    },
    "grt": {
        "grt_pass1_vias": 665,
        "grt_pass1_wl_um": 3077,
        "grt-ovfl-total": 0,
        "grt_max_degree": 10,
        "antenna_found_initial": 0,
        "grt_use_total": 0.05659,
    },
    "setup_path": {
        "crit_chain": "clkdlybuf4s50_1 -> mux4_2 -> inv_2 -> ha_1 -> inv_1 -> mux2i_1 -> nand2_1 -> nand2_1 -> clkdlybuf4s50_1",
        "worstPathArrival_ps": 2650,
        "critPathMaxStageDelay_ps": 580,
        "path_buffers": 4,
        "r2r_slack_ps": 2100,
        "cp_slowest_cell": "mux4_2",
        "start_kind": "input port",
        "required_ps": 2720,
        "r2r-end": "state[0]",
        "crit_fanout": 6,
        "end_kind": "output port",
        "path_delay_family": "buffers and inverters",
        "worstReg2RegStart": "state[0]",
        "crit_type": "in -> out",
        "rr_worst_depth": 4,
    },
    "placement": {
        "hpwl_um": 1668,
        "gp_congestion": 0.8286,
        "placed_area_um2": 1071,
        "io_buffers": 36,
    },
    "floorplan": {
        "die-area_um2": 6724,
        "die_h_um": 82,
        "die_w_um": 82,
        "io-pin-count": 40,
        "rows": 22,
        "fp-utilization": 0.1689,
        "placeableCoreArea_um2": 3689,
    },
    "final_layout": {
        "drive_above_1_share": 0.2719,
        "syn_to_final_growth_pct": 86.34,
        "layout_top_cells": "clkdlybuf4s50_1 (29), buf_4 (12), ha_1 (10)",
        "final_area_um2": 1161,
        "top_register": "state",
        "largest_reg_flops": 2,
        "reg.largest.list": "state (2)",
        "layout_top_cell": "clkdlybuf4s50_1",
    },
    "outcome": {
        "status": "finished clean",
    },
}
-- cell usage after synthesis, drive strengths merged --
library cell   n
a211oi         1
and2b          1
buf            8
conb           1
dfxtp          2
ha            13
inv            9
mux2           1
mux2i          2
mux4           5
nand2          6
nand3          2
nand3b         1
nor2           2
nor2b          1
o211a          2
o211ai         2
o21ai          4
o21bai         1
o2bb2ai        1
or2            1
xor2           1
-- kinds of logic after synthesis --
| group | count (synthesis) | synth area share |
|---|---|---|
| AND-OR/OR-AND | 11 | 0.1345 |
| XOR/XNOR | 1 | 0.01406 |
| adder cells (fa/ha/maj) | 13 | 0.2611 |
| buffers and inverters | 17 | 0.1626 |
| flip-flops | 2 | 0.06426 |
| multiplexers | 8 | 0.2490 |
| other | 1 | 0.006018 |
| AND/OR/NAND/NOR | 14 | 0.1085 |
-- stage by stage --
step           instances  setup TNS [ps]  setup WS [ps]    util  hold WS, ps
6_report             162               0          69.82  0.3148        676.6
5_1_grt              162          -62.77         -51.61  0.3148        739.1
3_5_place_dp         155          -887.0         -211.0  0.2904        673.8
3_3_place_gp         155          -616.6         -178.2  0.2904        646.8
2_1_floorplan         69               0          758.2       -        598.0
4_1_cts              159               0          16.68  0.3033        683.7
-- layer usage --
layer  global-route usage  wire length, um  vias to the layer above
li1                     -                -                      316
met1              0.07916              950                      277
met2              0.07680              741                       33
met3              0.03414              241                        0
met4             0.001701                0                        0
met5                    0                0                        -
-- area by class of cell --
| type | count | area (um2) |
|---|---|---|
| timing repair buffer | 50 | 484.2 |
| fill | 391 | 2527 |
| tap | 48 | 60.06 |
| sequential | 2 | 40.04 |
| clock buffer | 3 | 41.29 |
| multi-input combinational | 50 | 501.7 |
| inverter | 9 | 33.78 |
-- what timing repair did --
| item | 4_1_cts | 5_1_grt |
|---|---|---|
| buffers inserted | 1 | 3 |
| resized | 13 | 5 |
| setup endpoints to repair | 10 | 5 |
| pin swaps | 1 | 1 |
-- power by group through the flow --
stage	Clock, mW	Combinational, mW	Sequential (mW)
6_report	0.0921	0.0890	0.0237
5_1_grt	0.101	0.0988	0.0237
4_1_cts	0.0954	0.0875	0.0237
-- worst max-delay path by stage --
stage,from,endpoint,slack [ps],cells after the start
5_1_grt,four_hex[4],seg[1],-50,9
6_report,four_hex[12],seg[1],70,9
4_1_cts,four_hex[13],seg[6],20,8
-- worst min-delay path: stages (launching register included) --
cell	delay [ps]
dfxtp_1	400
inv_1	120
ha_1	120
Power is estimated from default activity; no workload was simulated.
